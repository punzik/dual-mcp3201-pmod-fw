<file path="/design/flow/config.mk">
export PLATFORM = sky130hd
export DESIGN_NAME = dual_mcp3201_pmod
export DESIGN_NICKNAME = dual_mcp3201_pmod
export VERILOG_FILES = /design/flow/design.v
export SDC_FILE = /design/flow/constraint.sdc
export NUM_CORES = 4
export LEC_CHECK = 1
export CORE_UTILIZATION = 50
export SYNTH_HDL_FRONTEND = slang
</file>
<file path="/design/flow/constraint.sdc">
current_design dual_mcp3201_pmod

set clk_period 3.0
set clk_io_pct 0.2

create_clock -name clk0 -period $clk_period [get_ports {clock}]

set non_clock_inputs [all_inputs -no_clocks]
set_input_delay [expr $clk_period * $clk_io_pct] -clock clk0 $non_clock_inputs
set_output_delay [expr $clk_period * $clk_io_pct] -clock clk0 [all_outputs]
</file>
<file path="/design/flow/design.v">
`timescale 1ns/100ps
`default_nettype none
module dual_mcp3201_pmod #(parameter CLOCK_FREQ = 25000000,
                           parameter SAMPLE_RATE = 50000)
    (input wire clock,
     input wire reset,
     output wire radc_ssn,
     output wire radc_clk,
     input wire  radc_dat,
     output wire ladc_ssn,
     output wire ladc_clk,
     input wire  ladc_dat,
     output wire [11:0] rdata,
     output wire        rstrb,
     output wire [11:0] ldata,
     output wire        lstrb);
    localparam SPI_SCLK_FREQ = 1000000;
    mcp3201_ma #(.CHANNELS(2),
                 .CLOCK_FREQ(CLOCK_FREQ),
                 .SCLK_FREQ(SPI_SCLK_FREQ),
                 .SAMPLE_RATE(SAMPLE_RATE)) adcs
      (.clock, .reset,
       .spi_clk_o(radc_clk),
       .spi_ssn_o(radc_ssn),
       .spi_miso_i({ radc_dat, ladc_dat }),
       .data_o({ rdata, ldata }),
       .strb_o(rstrb));
    assign ladc_clk = radc_clk;
    assign ladc_ssn = radc_ssn;
    assign lstrb = rstrb;
endmodule  
`timescale 1ns/100ps
`default_nettype none
module mcp3201_ma #(parameter CHANNELS = 1,
                    parameter CLOCK_FREQ = 12000000,
                    parameter SCLK_FREQ = 1000000,
                    parameter SAMPLE_RATE = 44100)
    (input wire clock,
     input wire reset,
     output reg spi_clk_o,
     output reg spi_ssn_o,
     input wire [CHANNELS-1:0] spi_miso_i,
     output reg [CHANNELS*12-1:0] data_o,
     output reg strb_o);
    initial
      if (CHANNELS < 1)
        $error("Channels count must be > 1");
    localparam SCLK_PERIOD = CLOCK_FREQ/SCLK_FREQ;
    localparam SCLK_CW = $clog2(SCLK_PERIOD);
    logic [SCLK_CW-1:0] sclk_cnt;
    logic sclk_posedge;
    always_ff @(posedge clock)
      if (reset | spi_ssn_o) begin
          spi_clk_o    <= 1'b1;
          sclk_cnt     <= '0;
          sclk_posedge <= 1'b0;
      end
      else begin
          sclk_posedge <= 1'b0;
          sclk_cnt <= sclk_cnt + 1'b1;
          if (sclk_cnt == SCLK_CW'(SCLK_PERIOD/2))
            spi_clk_o <= 1'b0;
          else
            if (sclk_cnt == SCLK_CW'(SCLK_PERIOD-1)) begin
                spi_clk_o    <= 1'b1;
                sclk_cnt     <= '0;
                sclk_posedge <= 1'b1;
            end
      end
    localparam SRATE_PERIOD = integer'($floor(real'(CLOCK_FREQ)/real'(SAMPLE_RATE) + 0.5));
    localparam SRATE_CW = $clog2(SRATE_PERIOD);
    logic [SRATE_CW-1:0] srate_cnt;
    logic sample;
    always_ff @(posedge clock)
      if (reset) begin
          sample    <= 1'b0;
          srate_cnt <= '0;
      end
      else
        if (srate_cnt == SRATE_CW'(SRATE_PERIOD-1)) begin
            sample    <= 1'b1;
            srate_cnt <= '0;
        end
        else begin
            sample    <= 1'b0;
            srate_cnt <= srate_cnt + 1'b1;
        end
    enum int unsigned {
        ST_RELAX = 0,
        ST_SHIFT,
        ST_STROBE
    } state;
    logic [3:0] bit_cnt;
    logic [11:0] data_sr[CHANNELS];
    always_ff @(posedge clock)
      if (reset) begin
          state     <= ST_RELAX;
          bit_cnt   <= '0;
          spi_ssn_o <= 1'b1;
          strb_o    <= 1'b0;
          data_o    <= '0;
          for (int i = 0; i < CHANNELS; i ++)
            data_sr[i] <= '0;
      end
      else begin
          strb_o <= 1'b0;
          case (state)
            ST_RELAX:
              if (sample) begin
                  bit_cnt   <= '0;
                  spi_ssn_o <= 1'b0;
                  state     <= ST_SHIFT;
              end
            ST_SHIFT:
              if (sclk_posedge) begin
                  for (int i = 0; i < CHANNELS; i ++)
                    data_sr[i] <= { data_sr[i][10:0], spi_miso_i[i] };
                  bit_cnt <= bit_cnt + 1'b1;
                  if (bit_cnt == 4'd14) begin
                      spi_ssn_o <= 1'b1;
                      state <= ST_STROBE;
                  end
              end
            ST_STROBE: begin
                for (int i = 0; i < CHANNELS; i ++)
                  data_o[i*12 +: 12] <= data_sr[i];
                strb_o <= 1'b1;
                state  <= ST_RELAX;
            end
          endcase
      end
endmodule  
</file>
<file path="/design/flow/run.sh">
#!/bin/bash
# OpenROAD 26Q1-2900-gdf79404cd8, Yosys 0.63+post, stock flow scripts
make -C /OpenROAD-flow-scripts/flow DESIGN_CONFIG=/design/flow/config.mk WORK_HOME=/design/flow/orfs finish
</file>
==> CHANGELOG.md <==
### Changed

* Status: finished clean
* Crit path time final at roughly 1800 ps
* Port Buffers at 33
* Reg clk slew, reported paths at approximately 70 ps
* First-pass GRT wire length at 8045 µm
* Ordered list of cells on the worst path: clkdlybuf4s50_1
* Final setup viols at 0
* Remaining antenna violation count at 0
* GP Congestion at approximately 0.80
* Mean post-synth cell area at ~11 µm²
* Peak supply drop at 0.4138 mV
* Post-CTS Resized at 0
* Synth Seq Share at 0.6025
* Final worst slack at 1201 ps
* Setup_tns at 0 ps
* Largest net degree at the start of global routing at 40
* Drt drc at 0
* Critical path data arrival time at about 1200 ps
* Hold-fix buffers, CTS at 0
* Critical Path Source Type: register
* Worst path required time at 2400 ps
* Layout Utilization at 0.6242
* Filler instances at about 450
* CTS tree: yes
* Max Root-Sink Buffers at 2
* Total track usage at 0.1790
* Yosys cell count at approximately 250
* Total congestion overflow at 0
* Share of cells above drive strength 1 at 0.05763
* Asr flop ratio synth at 0
* Die Size at 6022 µm²
* Synth area leader: dfxtp_1
* Fmax at approximately 0.56 GHz
* Total CTS buffers at 9
* Iteration-0 DRC Markers at between 50 and 60
* Worst Path Max Fanout at 5
* Max-Cap Viols at 0
* Clock Tree Root: clkbuf_8
* Slew margin rel. at 0.6508
* Pre-CTS WS at 982.6 ps
* Routed WL per cell at about 13 µm
* Slew @ Worst Pin at roughly 510 ps
* Fin. max-slew vios at 0
* Slowest cell on crit path: clkdlybuf4s50_1
* Top-area cell type share of the netlist area at 0.3503
* Cell variety after synth at 35
* Worst R2R Setup Slack at roughly 1500 ps
* Num ports at 34
* # diodes at 0
* Buffer and inverter count on the worst path at 1
* Syn Std Cell Area at approximately 2900 µm²
* RSZ-0062 raised after global routing: no
* Via density at between 5 and 6
* P_leak at about 1.2 nW
* Most instantiated cells after synthesis: dfxtp_1, nor2_1, and2_1, mux2i_1, edfxtp_1
* Syn. warnings at 0
* Mapped Cells at approximately 250
* Worst Skew at 9.167 ps
* CTS sink cnt at 74
* Die extent in x at ~78 µm
* Crit path kind: register to primary output
* H-tree levels at 3
* First-pass DRT Iterations at 6
* Log Warnings at 28
* Crit. End Element: primary output
* Vias in the first global route at ~1,800
* Placement row count at 27
* Top_reg_cell synth: dfxtp_1
* Post-CTS Setup Inserts at 0
* Die H at roughly 78 µm
* Final period util at 0.5998
* Via Count at between 1,500 and 2,000
* Top cells, area: dfxtp_1, edfxtp_1, mux2i_1, and2_1, nor2_1
* HP Class: register to register
* CP top delay family: buffers and inverters
* FP Core Util at 0.5190
* Routed WL at 4623 µm
* PD cells at between 500 and 600 nW/µm²
* YS chip area at 2858 µm²
* Synth-to-layout area growth at 20.27%
* Post-synth regs at 74
* Later-pin clock latency in the skew report at 340 ps
* Final hold vios at 0
* Initial antenna violation count at 0
* Critical Path Max Stage Delay at 490 ps
* DPL Wire Length at roughly 2700 µm
* Flip-flops with a built-in enable at 24
* Core area at 5507 µm²
* Most frequent cell after synthesis: dfxtp_1
-- logic make-up after synthesis --
family	synth area share
AND/OR/NAND/NOR	0.1926
flip-flops	0.6025
adder cells (fa/ha/maj)	0.02189
multiplexers	0.08757
AND-OR/OR-AND	0.04554
buffers and inverters	0.03152
XOR/XNOR	0.01839
-- power breakdown --
group	leakage [nW]	switching [mW]	internal (mW)
clock	0.0974	0.336	0.406
sequential	0.653	0.0103	1.05
combinational	0.478	0.0205	0.0120
-- cell type report --
type                            instances  area [µm²]  area share
Multi-Input combinational cell        160        1046      0.3043
Clock inverter                          3       40.04     0.01165
Sequential cell                        74        1722      0.5009
Inverter                                8       30.03    0.008737
Clock buffer                           13       148.9     0.04332
Tap cell                               72       90.09     0.02621
Timing Repair Buffer                   37       360.3      0.1048
-- metal layers --
layer / GRT usage / wire, µm / vias up
li1: - / - / 944
met1: 0.2761 / 2308 / 847
met2: 0.2726 / 2002 / 41
met3: 0.05974 / 252 / 5
met4: 0.02075 / 60 / 0
met5: 0 / 0 / -
-- cell usage in the layout, fill, tap and decap left out, types with 3 or more instances in the layout --
master           instances
a21oi_1                  6
a31oi_1                  3
and2_1                  25
buf_4                    4
clkbuf_1                 3
clkbuf_8                10
clkdlybuf4s50_1         33
dfxtp_1                 50
edfxtp_1                24
ha_1                     5
inv_1                    8
mux2i_1                 25
nand2_1                  5
nand2b_1                 3
nand3_1                  7
nand3b_1                 3
nand4_1                  4
nor2_1                  37
nor2b_1                  5
o21ai_0                  4
o31ai_1                  3
xnor2_1                  3
xor2_1                   3
-- state kept, by name, indices dropped and copies added (netlist names) --
| signal | count |
|---|---|
| adcs.bit_cnt | 4 |
| adcs.data_o | 24 |
| adcs.data_sr | 24 |
| adcs.sample | 1 |
| adcs.sclk_cnt | 5 |
| adcs.sclk_posedge | 1 |
| adcs.spi_clk_o | 1 |
| adcs.spi_ssn_o | 1 |
| adcs.srate_cnt | 9 |
| adcs.state | 3 |
| adcs.strb_o | 1 |
-- through the flow --
stage	instance area [µm²]	hold slack (ps)	total power, mW	cells
final	3437	464.1	1.831	367
after CTS	3437	476.6	1.855	367
after global routing	3437	502.7	1.906	367
after floorplan	2858	427.6	1.098	254
after detailed placement	3248	462.7	1.112	351
after global placement	3248	442.1	1.112	351
-- path summary, 6_finish.rpt --
check	from	to	depth (start not counted)
worst max-delay path	adcs.spi_ssn_o	ladc_ssn	1
worst min-delay path	adcs.srate_cnt[0]	adcs.srate_cnt[0]	1
worst max register to register	adcs.srate_cnt[0]	adcs.srate_cnt[3]	4
worst min register to register	adcs.srate_cnt[0]	adcs.srate_cnt[0]	1
Power and IR drop assume default switching activity.
