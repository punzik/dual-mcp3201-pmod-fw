`/design/flow/design.v`:
```
`timescale 1ns/100ps
`default_nettype none
module spi_sclk_gen #(parameter CLOCK_FREQ = 12000000,
                      parameter SCLK_FREQ = 50000)
    (input wire clock,
     input wire reset,
     output reg sclk_o);
    localparam SCLK_PERIOD = integer'($floor(real'(CLOCK_FREQ)/real'(SCLK_FREQ) + 0.5));
    localparam SCLK_HPER = SCLK_PERIOD/2;
    localparam SCLK_CW = $clog2(SCLK_PERIOD);
    logic [SCLK_CW-1:0] sclk_cnt;
    always_ff @(posedge clock)
      if (reset) begin
          sclk_cnt <= '0;
          sclk_o <= 1'b0;
      end
      else begin
          if (sclk_cnt == '0)
            sclk_o <= 1'b0;
          else
            if (sclk_cnt == SCLK_CW'(SCLK_HPER))
              sclk_o <= 1'b1;
          if (sclk_cnt == SCLK_CW'(SCLK_PERIOD-1))
            sclk_cnt <= '0;
          else
            sclk_cnt <= sclk_cnt + 1'b1;
      end
endmodule  
```
`/design/flow/run.sh`:
```
#!/bin/bash
# OpenROAD 26Q1-2900-gdf79404cd8, Yosys 0.63+post, stock flow scripts
make -C /OpenROAD-flow-scripts/flow DESIGN_CONFIG=/design/flow/config.mk WORK_HOME=/design/flow/orfs finish
```
`/design/flow/config.mk`:
```
export PLATFORM = sky130hd
export DESIGN_NAME = spi_sclk_gen
export DESIGN_NICKNAME = spi_sclk_gen
export VERILOG_FILES = /design/flow/design.v
export SDC_FILE = /design/flow/constraint.sdc
export NUM_CORES = 4
export LEC_CHECK = 1
export CORE_AREA = 10 10 70 70
export DIE_AREA = 0 0 80 80
export SYNTH_HDL_FRONTEND = slang
```
`/design/flow/constraint.sdc`:
```
current_design spi_sclk_gen

set clk_period 1.5
set clk_io_pct 0.2

create_clock -name clk0 -period $clk_period [get_ports {clock}]

set non_clock_inputs [all_inputs -no_clocks]
set_input_delay [expr $clk_period * $clk_io_pct] -clock clk0 $non_clock_inputs
set_output_delay [expr $clk_period * $clk_io_pct] -clock clk0 [all_outputs]
```
==> results.py <==
# Auto-generated metrics
metrics = {
    "place": {
        "io_buffer_count": 2,
        "placed_cell_area_sq_um": 517,
        "hpwl_um": 594,
        "gp_congestion": 0.835,
    },
    "logic_synthesis": {
        "ys.flop_type": "dfxtp_1",
        "edf_count": 0,
        "ys.flops": 9,
        "netlist_area_sq_um": 429,
        "async_reset_ff_share_pct": 0,
        "synthCells": 50,
        "ys_cells": 50,
        "netlist.area_leader.share_pct": 42.0,
        "ys_types": 25,
        "yosysTopAreaCell": "dfxtp_1",
        "yosysWarnings": 0,
        "syn_avg_cell_area_sq_um": 8.58,
        "synth_seq_share_pct": 42.0,
        "yosys_area_sq_um": 429,
        "top_cells_by_area": "dfxtp_1 42%, ha_1 5.8%, nor2_1 4.4%",
    },
    "timing": {
        "period_minus_slack_ns": 1.38,
        "maxSlewViolCount": 0,
        "final_hold_viol_count": 0,
        "skew_ns": 0.00263,
        "worstMarginPinSlew_ns": 0.302,
        "min_period_over_period_pct": 92.1,
        "fin_hold_ws_ns": 0.489,
        "max-slew-margin-rel_pct": 79.9,
        "fmax_mhz": 724,
        "setup_violations": 0,
        "rsz0062_at_grt": "false",
        "finalSetupTns_ns": 0,
    },
    "die": {
        "dieWidth_um": 80,
        "io_pins": 3,
        "fp_util_pct": 12.6,
        "core_area_sq_um": 3420,
        "num_rows": 21,
        "die_h_um": 80,
        "die_area_sq_um": 6400,
    },
    "setup_path": {
        "start_kind": "register",
        "worst_setup_path_end_kind": "primary output",
        "rr_endpoint": "sclk_cnt[5]",
        "path_cells": "clkdlybuf4s50_1",
        "cp.depth": 1,
        "cp_slowest_cell": "clkdlybuf4s50_1",
        "timing.rr.start": "sclk_cnt[0]",
        "ff2ff_setup_slack_ns": 0.20,
        "crit_arrival_ns": 1.08,
        "crit_family": "buffers and inverters",
        "worst-path-max-fanout": 2,
        "critPathRequiredTime_ns": 1.20,
        "path_buffers": 1,
        "slowest_delay_ns": 0.48,
        "critPathKind": "reg2out",
        "reg2regPathDepth": 5,
    },
    "grt": {
        "grt_usage_pct": 2.74,
        "grt_overflow": 0,
        "grt_antenna_before_repair": 0,
        "grt_max_degree": 11,
        "grt_pass1_vias": 321,
        "grt_pass1_wl_mm": 1.39,
    },
    "clocking": {
        "cts_root_buffer": "clkbuf_4",
        "clk_latency_ns": 0.26,
        "cts_setup_buffers": 0,
        "numCtsBuffers": 3,
        "tritoncts": "built",
        "path_clk_slew_ns": 0.06,
        "cts_buffer_depth": 2,
        "cts_resized": 0,
        "clock_sinks": 9,
        "postCtsHoldBufs": 0,
        "h-tree-depth": 1,
    },
    "run": {
        "warnings": 26,
        "cap_violations": 0,
    },
    "finish": {
        "lay_top_count": "dfxtp_1",
        "mostFrequentLayoutCells": "9 x dfxtp_1, 5 x nor2_1, 4 x inv_1, 4 x nand2_1",
        "drive_above_1_share_pct": 12.3,
        "area_delta_synth_final_pct": 26.5,
        "n_fill_cell": 380,
        "post-route-util_pct": 15.9,
        "stdcell_area_sq_um": 543,
    },
    "power_and_ir_drop": {
        "p_per_area_nw_per_um2": 871,
        "p_int_mw": 0.365,
        "power_frac_comb_pct": 7.2,
        "clkPwrFrac_pct": 38.9,
        "power_frac_seq_pct": 54.0,
        "p_leak_nw": 0.191,
        "p_sw_share_pct": 22.7,
        "max-vdd-ir-drop_mv": 0.149,
        "switchingPower_mw": 0.107,
    },
    "min_path": {
        "min_from": "sclk_cnt[0]",
        "hold_end": "sclk_cnt[0]",
        "whs_path_depth": 1,
        "hp-class": "reg2reg",
    },
    "route": {
        "first_pass_iters": 5,
        "drtAntennaViolNets": 0,
        "via_count": 371,
        "num_antenna_cells": 0,
        "drc": 0,
        "vias_per_cell": 3.60,
        "wirelength_um": 812,
        "drt_iter0_markers": 40,
        "wl_per_cell_um": 7.88,
    },
    "outcome": {
        "run_status": "completed",
    },
}
## worst max path at each step
| stage | startpoint | endpoint | slack (ns) |
|---|---|---|---|
| after CTS | sclk_o | sclk_o | 0.08 |
| after global routing | sclk_cnt[0] | sclk_cnt[5] | 0.03 |
| final | sclk_o | sclk_o | 0.12 |
## cell type report
class	instances	area (sq um)	share of cell area, %
Multi-Input combinational cell	36	229	42.2
Clock buffer	4	26.3	4.84
Inverter	4	15.0	2.76
Timing Repair Buffer	4	35.0	6.45
Tap cell	46	57.6	10.6
Sequential cell	9	180	33.2
## logic make-up (layout without fill, tap and decap cells)
family / Yosys count / after routing / share of synthesized area (%)
simple gates: 23 / 23 / 30.0
flops: 9 / 9 / 42.0
fa+ha+maj: 2 / 2 / 5.83
compound gates: 9 / 9 / 13.4
xor+xnor: 2 / 2 / 4.08
buf+inv: 5 / 12 / 4.66
## state kept, by name (all words and copies together), names as in the netlist
signal    count
sclk_cnt      8
sclk_o        1
## cell usage after synthesis, drive strengths merged, types with 2 or more instances
| library cell | n |
|---|---|
| dfxtp | 9 |
| nor2 | 5 |
| inv | 4 |
| nand2 | 4 |
| a21oi | 3 |
| nand3 | 3 |
| o21ai | 3 |
| ha | 2 |
| nand4 | 2 |
## layer usage
metal / track usage (%) / vias up / part of all wire [%]
li1: - / 196 / -
met1: 3.29 / 161 / 47
met2: 3.69 / 14 / 39
met3: 2.39 / 0 / 14
met4: 0.352 / 0 / 0
met5: 0 / - / 0
## power groups by stage
stage	Clock (mW)	Sequential [mW]	Combinational, mW
global route	0.202	0.256	0.0404
finish	0.184	0.255	0.0339
CTS	0.192	0.255	0.0343
## metrics by stage
step           instances  worst slack [ns]  power (mW)
3_3_place_gp          99             0.126       0.293
3_5_place_dp          99             0.107       0.294
6_report             103             0.118       0.473
5_1_grt              103            0.0292       0.499
4_1_cts              103            0.0805       0.481
2_1_floorplan         50             0.292       0.280
## worst reg2reg max path, cell delays in order (launching register included)
cell and delay, ns:
dfxtp_1 0.40, ha_1 0.26, nand3_1 0.11, o21ai_0 0.22
buf_4 0.16, a21oi_1 0.04
No activity file was given, so power comes from the tool's default toggle rates.
