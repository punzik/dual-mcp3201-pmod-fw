## design/flow/constraint.sdc

```tcl
current_design mcp3201

set clk_period 4.0
set clk_io_pct 0.2

create_clock -name clk0 -period $clk_period [get_ports {clock}]

set non_clock_inputs [all_inputs -no_clocks]
set_input_delay [expr $clk_period * $clk_io_pct] -clock clk0 $non_clock_inputs
set_output_delay [expr $clk_period * $clk_io_pct] -clock clk0 [all_outputs]
```

## design/flow/design.v

```verilog
`timescale 1ns/100ps
`default_nettype none
module mcp3201
  (input wire clock,
   input wire reset,
   input wire spi_clk_i,
   output reg spi_ssn_o,
   input wire spi_miso_i,
   output reg [11:0] data_o,
   output reg strb_o);
    logic sclk_posedge;
    logic sclk_prev;
    always_ff @(posedge clock)
      if (reset) sclk_prev <= 1'b0;
      else       sclk_prev <= spi_clk_i;
    assign sclk_posedge = { sclk_prev, spi_clk_i } == 2'b01 ? 1'b1 : 1'b0;
    enum int unsigned {
        ST_RELAX = 0,
        ST_SHIFT,
        ST_STROBE
    } state;
    logic [3:0] bit_cnt;
    logic [11:0] data_sr;
    always_ff @(posedge clock)
      if (reset) begin
          state     <= ST_RELAX;
          bit_cnt   <= '0;
          spi_ssn_o <= 1'b1;
          data_o    <= '0;
          strb_o    <= 1'b0;
      end
      else begin
          strb_o <= 1'b0;
          case (state)
            ST_RELAX:
              if (sclk_posedge) begin
                  bit_cnt   <= '0;
                  spi_ssn_o <= 1'b0;
                  state     <= ST_SHIFT;
              end
            ST_SHIFT:
              if (sclk_posedge) begin
                  data_sr <= { data_sr[10:0], spi_miso_i };
                  bit_cnt <= bit_cnt + 1'b1;
                  if (bit_cnt == 4'd14) begin
                      spi_ssn_o <= 1'b1;
                      state <= ST_STROBE;
                  end
              end
            ST_STROBE: begin
                data_o <= data_sr;
                strb_o <= 1'b1;
                state  <= ST_RELAX;
            end
          endcase
      end
endmodule  
```

## design/flow/config.mk

```make
export PLATFORM = sky130hd
export DESIGN_NAME = mcp3201
export DESIGN_NICKNAME = mcp3201
export VERILOG_FILES = /design/flow/design.v
export SDC_FILE = /design/flow/constraint.sdc
export NUM_CORES = 4
export LEC_CHECK = 1
export CORE_UTILIZATION = 30
export SYNTH_HDL_FRONTEND = slang
```

## design/flow/run.sh

```bash
#!/bin/bash
# OpenROAD 26Q1-2900-gdf79404cd8, Yosys 0.63+post, stock flow scripts
make -C /OpenROAD-flow-scripts/flow DESIGN_CONFIG=/design/flow/config.mk WORK_HOME=/design/flow/orfs finish
```

==> impl_metrics.py <==
# Generated from Yosys and OpenROAD reports
metrics = {
    "run_status": {
        "status": "completed",
    },
    "timing": {
        "max_freq_mhz": 468,
        "tns_ns": 0,
        "drv_slew": 0,
        "setup_viol": 0,
        "final_hold_viol_count": 0,
        "rsz0062_at_grt": "false",
        "finalClockPeriodUsage_pct": 53.5,
        "slew_headroom_pct": 44.7,
        "tightest_slew_ns": 0.827,
        "finClkSkew_ns": 0.00591,
        "finalWorstPathRequiredPeriod_ns": 2.14,
    },
    "yosys": {
        "edf_count": 12,
        "yosysUniqueCellTypes": 22,
        "synthArstFlopShare_pct": 0,
        "top_area_cell": "dfxtp_1",
        "ys_cells": 98,
        "syn_area_mm2": 0.00121,
        "synth_top_area_share_pct": 36.3,
        "synth_flop_count": 34,
        "synth_cells": 98,
        "avgSynthCellArea_um2": 12.4,
        "topCellsByArea": "dfxtp_1 (36%), edfxtp_1 (30%), mux2i_1 (9.9%), nor2_1 (4.3%), o21ai_0 (2.5%)",
        "yosysWarnings": 0,
        "ys_seq_share_pct": 66.0,
        "yosys_area_mm2": 0.00121,
        "ff_type": "dfxtp_1",
    },
    "detailed_routing": {
        "post_drt_wl_per_cell_um": 11.4,
        "diodes": 0,
        "ant_nets": 0,
        "drt_iter0_markers": 19,
        "first_pass_iters": 4,
        "num_vias": 773,
        "wl_um": 1900,
        "drc": 0,
        "vias_per_cell": 4.63,
    },
    "global_routing": {
        "gr-total-overflow": 0,
        "grt_pass1_vias": 691,
        "antenna_found_initial": 0,
        "grt_first_pass_wirelength_um": 3150,
        "grt_max_degree": 24,
        "grt_use_total_pct": 9.87,
    },
    "clock_network": {
        "ctsHoldBuffers": 0,
        "cts_max_level": 2,
        "clock_latency_ns": 0.28,
        "post-cts-setup-buffers": 0,
        "root_buffer": "clkbuf_8",
        "cts_tree": "yes",
        "cts_buffer_depth": 2,
        "cts_inserted_buffers": 5,
        "cts_sinks": 34,
        "cts_resized": 0,
        "path_clk_slew_ns": 0.06,
    },
    "placement": {
        "portBuffers": 17,
        "dp_cells": 159,
        "hpwl_um": 1200,
        "gp_congestion": 0.826,
    },
    "die": {
        "floorplan.rows": 22,
        "fp.coreArea_mm2": 0.00377,
        "dieArea_mm2": 0.00430,
        "dieWidth_um": 65.6,
        "io-pin-count": 18,
        "fp.dieH_um": 65.6,
        "fp-utilization_pct": 32.1,
    },
    "finish": {
        "n_fill_cell": 350,
        "layout_top_cells": "dfxtp_1 (22), clkdlybuf4s50_1 (17), nor2_1 (14), mux2i_1 (12), edfxtp_1 (12)",
        "fin_cells": 167,
        "comb_area_um2": 387,
        "syn2layout_area_growth_pct": 24.6,
        "regArea_um2": 801,
        "drive_above_1_share_pct": 6.72,
        "layout_top_cell": "dfxtp_1",
    },
    "pwr": {
        "leakage_nw": 0.500,
        "peakVddDrop_mv": 0.241,
        "power_density_mw_per_mm2": 410,
        "total_power_mw": 0.619,
    },
    "critical_path": {
        "worstPathMaxFanout": 23,
        "cp-end-kind": "register",
        "worstPathArrival_ns": 2.12,
        "start_kind": "input port",
        "crit_type": "input port to register",
        "path_cells": "clkdlybuf4s50_1, nor2_1, buf_4",
        "critPathMaxStageDelay_ns": 0.84,
        "slowest_stage": "clkdlybuf4s50_1",
        "critPathRequiredTime_ns": 3.98,
    },
    "job": {
        "warnings": 26,
        "maxCapViolCount": 0,
    },
    "min_path": {
        "hold_class": "register to register",
    },
}
registers in the layout (all words and copies together) (netlist names):
signal     cells
data_sr       12
data_o        12
spi_ssn_o      1
strb_o         1
bit_cnt        4
sclk_prev      1
state          3
stage by stage:
stage                     area, µm²  setup WS (ns)  utilization (%)  hold slack [ns]
after CTS                      1510           1.87             40.0            0.457
after floorplan                1210           1.97                -            0.426
after global placement         1430           1.59             37.9            0.443
after global routing           1510           1.78             40.0            0.470
after detailed placement       1430           1.57             37.9            0.442
final                          1510           1.86             40.0            0.452
cell families after synthesis:
| family | synth area share, % |
|---|---|
| adder cells (fa/ha/maj) | 2.06 |
| buffers and inverters | 2.06 |
| AND/OR/NAND/NOR | 12.8 |
| multiplexers | 9.91 |
| flip-flops | 66.0 |
| AND-OR/OR-AND | 7.12 |
critical path, delay by kind of cell:
family                 cells  cell delay, ns
buffers and inverters      2            1.07
AND/OR/NAND/NOR            1            0.25
metal layers:
| metal | vias up | routed length [µm] | global-route usage (%) |
|---|---|---|---|
| met1 | 353 | 972 | 16.2 |
| met2 | 26 | 774 | 13.4 |
| met4 | 0 | 34 | 2.45 |
| met3 | 6 | 116 | 2.82 |
| li1 | 388 | - | - |
| met5 | - | 0 | 0 |
where the power goes:
group / switching [mW] / internal [mW]
clock: 0.111 / 0.119
sequential: 0.00515 / 0.362
combinational: 0.0108 / 0.0104
total: 0.127 / 0.492
Yosys cell counts, drive strengths merged, types with 2 or more instances:
cell type and count:
dfxtp 22, nand3b 2, edfxtp 12, nor2 14, nor2b 4, nand3 4, o21ai 6, buf 2
ha 2, clkbuf 3, mux2i 12, a21oi 5
area by class of cell:
class                           count  area share (%)
Multi-Input combinational cell     58            25.6
Timing Repair Buffer               18            11.8
Tap cell                           48            3.98
Clock inverter                      2           0.580
Inverter                            1           0.249
Clock buffer                        6            4.81
Sequential cell                    34            53.0
path summary, 6_finish.rpt:
| check | slack (ns) | cells past startpoint | to | from |
|---|---|---|---|---|
| max | 1.86 | 3 | data_sr[5] | reset |
| min | 0.45 | 0 | data_sr[6] | data_sr[5] |
| max reg2reg | 2.70 | 4 | data_sr[5] | sclk_prev |
| min reg2reg | 0.45 | 0 | data_sr[6] | data_sr[5] |
No activity file was given, so power comes from the tool's default toggle rates.
